**flow/config.mk**
```make
export PLATFORM = sky130hd
export DESIGN_NAME = trans_aligner
export DESIGN_NICKNAME = trans_aligner
export VERILOG_FILES = /design/flow/design.v
export SDC_FILE = /design/flow/constraint.sdc
export NUM_CORES = 4
export LEC_CHECK = 1
export CORE_UTILIZATION = 40
```
**flow/run.sh**
```bash
#!/bin/bash
# OpenROAD 26Q1-2900-gdf79404cd8, Yosys 0.63+post, stock flow scripts
make -C /OpenROAD-flow-scripts/flow DESIGN_CONFIG=/design/flow/config.mk WORK_HOME=/design/flow/orfs finish
```
**flow/design.v**
```verilog
module trans_aligner
  #(
    parameter MCHAN_LEN_WIDTH = 15
    )
   (
    input  logic                       clk_i,
    input  logic                       rst_ni,
    input  logic                       trans_req_i,
    output logic                       trans_gnt_o,
    input  logic [2:0]                 trans_pop_addr_i,
    input  logic [2:0]                 trans_push_addr_i,
    input  logic [MCHAN_LEN_WIDTH-1:0] trans_len_i,
    output logic [63:0]                data_pop_dat_o,
    output logic [7:0]                 data_pop_strb_o,
    input  logic                       data_pop_req_i,
    output logic                       data_pop_gnt_o,
    input  logic [63:0]                data_push_dat_i,
    input  logic                       data_push_req_i,
    output logic                       data_push_gnt_o
    );
   enum                                 logic [3:0]  { TRANS_IDLE, TRANS_FIRST, TRANS_SECOND, TRANS_THIRD, TRANS_RUN, PUSH_STALL, POP_STALL, TRANS_SSLAST, TRANS_SLAST, TRANS_LAST } CS, NS;
   logic [15:0][7:0]                   s_align_buffer;
   logic [7:0][3:0]                    s_even_align_matrix, s_odd_align_matrix, s_align_matrix;
   logic                               s_push_data, s_pop_data, s_push_align, s_pop_align, s_push_aligned, s_pop_aligned, s_pop_addr_greater;
   logic [2:0]                         s_pop_addr, s_push_addr;
   logic [7:0]                         s_first_strb, s_last_strb, s_single_strb;
   logic [MCHAN_LEN_WIDTH-1:0] 	       s_trans_len;
   logic [MCHAN_LEN_WIDTH-1:0]         s_beats_nb, s_push_beats_nb, s_push_beats_count, s_pop_beats_nb;
   logic                               s_start_count;
   logic                               s_store_strb;
   logic [7:0] 			       s_stall_strb;
   genvar                              j;
   generate
      for (j=0;j<8;j++)
      begin :  _ALIGNMENT_BUFFER_
        always_ff @ (posedge clk_i, negedge rst_ni)
          begin
             if (rst_ni == 1'b0)
               begin
                  s_align_buffer[j]   <= '0;
                  s_align_buffer[8+j] <= '0;
               end
             else
               begin
                  if (s_push_data == 1'b1)
                    begin
                       if (s_push_align == 1'b0)
                         begin
                            s_align_buffer[j]   <= data_push_dat_i[(8*(j+1))-1:8*j];
                         end
                       else
                         begin
                            s_align_buffer[8+j] <= data_push_dat_i[(8*(j+1))-1:8*j];
                         end
                    end
               end
          end
      end
   endgenerate
   always_comb
     begin
        if ( s_pop_align == 1'b1 )
          s_align_matrix = s_odd_align_matrix;
        else
          s_align_matrix = s_even_align_matrix;
     end
   generate
      for (j=0; j<8; j++)
        begin
           assign data_pop_dat_o[(8*(j+1))-1:8*j] = s_align_buffer[s_align_matrix[j]];
        end
   endgenerate
   always_ff @ (posedge clk_i, negedge rst_ni)
   begin
        if (rst_ni == 1'b0)
          begin
             s_pop_addr  <= '0;
             s_push_addr <= '0;
             s_trans_len <= '0;
          end
        else
          begin
             if ( trans_req_i == 1'b1 && trans_gnt_o == 1'b1 )
               begin
                  s_pop_addr  <= trans_pop_addr_i;
                  s_push_addr <= trans_push_addr_i;
                  s_trans_len <= trans_len_i;
               end
          end
   end
   generate
      for (j=0; j<8; j++)
        begin
           assign s_even_align_matrix[j] = j + s_push_addr - s_pop_addr;
           assign s_odd_align_matrix[j]  = 8 + j + s_push_addr - s_pop_addr;
        end
   endgenerate
   assign s_first_strb = 8'b11111111 << s_pop_addr;
   assign s_last_strb   = 8'b11111111 >> ( 3'd7 - s_trans_len[2:0] - s_pop_addr);
   assign s_single_strb = 8'b11111111 >> ( 3'd7 - s_trans_len[2:0] )  << s_pop_addr;
   assign s_beats_nb = s_trans_len >> 3;
   always_comb
     begin
        if ( ( s_push_addr + s_trans_len[2:0] ) < 8 )
          begin
             s_push_aligned  = 1'b1;
             s_push_beats_nb = s_beats_nb;
          end
        else
          begin
             s_push_aligned  = 1'b0;
             s_push_beats_nb = s_beats_nb + 1;
          end
     end
   always_comb
     begin
        if ( ( s_pop_addr + s_trans_len[2:0] ) < 8 )
          begin
             s_pop_aligned  = 1'b1;
             s_pop_beats_nb = s_beats_nb;
          end
        else
          begin
             s_pop_aligned  = 1'b0;
             s_pop_beats_nb = s_beats_nb + 1;
          end
     end
   always_comb
     begin
        if ( s_pop_addr > s_push_addr )
          begin
             s_pop_addr_greater = 1'b1;
          end
        else
          begin
             s_pop_addr_greater = 1'b0;
          end
     end
   always_ff @ (posedge clk_i, negedge rst_ni)
     begin
        if(rst_ni == 1'b0)
          s_push_beats_count <= 4'b0;
        else
          if ( s_start_count == 1'b1 )
            s_push_beats_count <= 4'b0;
          else
            if ( s_push_data == 1'b1 )
              s_push_beats_count <= s_push_beats_count+1;
            else
              s_push_beats_count <= s_push_beats_count;
     end
   always_ff @(posedge clk_i, negedge rst_ni)
     begin
        if(rst_ni == 1'b0)
          s_push_align <= 1'b0;  
        else
          if (s_start_count == 1'b1)
            s_push_align <= 1'b0;
          else
            if (s_push_data == 1'b1)
              s_push_align <= !s_push_align;
     end
   always_ff @(posedge clk_i, negedge rst_ni)
     begin
        if(rst_ni == 1'b0)
          s_pop_align <= 1'b0;  
        else
          if (s_start_count == 1'b1)
            s_pop_align <= 1'b0;
          else
            if (s_pop_data == 1'b1)
              s_pop_align <= !s_pop_align;
     end
   always_ff @(posedge clk_i, negedge rst_ni)
     begin
        if(rst_ni == 1'b0)
          s_stall_strb <= 0;
        else
          if (s_store_strb == 1'b1)
            s_stall_strb <= data_pop_strb_o;
     end
   always_ff @(posedge clk_i, negedge rst_ni)
     begin
        if(rst_ni == 1'b0)
          CS <= TRANS_IDLE;
        else
          CS <= NS;
     end
   always_comb
     begin
        trans_gnt_o     = 1'b1;
        s_start_count   = 1'b0;
        data_push_gnt_o = 1'b0;
        data_pop_gnt_o  = 1'b0;
        s_push_data     = 1'b0;
        s_pop_data      = 1'b0;
        data_pop_strb_o = 8'b00000000;
	s_store_strb    = 1'b0;
        NS              = TRANS_IDLE;
        case(CS)
          TRANS_IDLE:
            begin
               data_push_gnt_o = 1'b0;
               data_pop_gnt_o  = 1'b0;
               if ( trans_req_i == 1'b1 )
                 begin
                    s_start_count   = 1'b1;
                    NS              = TRANS_FIRST;
                 end
               else
                 begin
                    NS = TRANS_IDLE;
                 end
            end
          TRANS_FIRST:
            begin
               trans_gnt_o     = 1'b0;
               data_push_gnt_o = 1'b1;
               data_pop_gnt_o  = 1'b0;
               data_pop_strb_o = 8'b00000000;
               if ( data_push_req_i == 1'b1 )
                 begin
                    s_push_data = 1'b1;
                    if ( s_push_beats_nb == 8'd0 )
                      begin
                         case({s_pop_addr_greater,s_push_aligned,s_pop_aligned})
                           3'b000: NS = TRANS_LAST;
                           3'b001: NS = TRANS_LAST;
                           3'b010: NS = TRANS_SLAST;
                           3'b011: NS = TRANS_LAST;
                           3'b100: NS = TRANS_SLAST;
                           3'b101: NS = TRANS_LAST;
                           3'b110: NS = TRANS_SLAST;
                           3'b111: NS = TRANS_LAST;
                         endcase
                      end
                    else
                      begin
                         case({s_pop_addr_greater,s_push_aligned,s_pop_aligned})
                           3'b000: NS = TRANS_SECOND;
                           3'b001: NS = TRANS_SECOND;
                           3'b010: NS = TRANS_THIRD;
                           3'b011: NS = TRANS_SECOND;
                           3'b100: NS = TRANS_THIRD;
                           3'b101: NS = TRANS_SECOND;
                           3'b110: NS = TRANS_THIRD;
                           3'b111: NS = TRANS_THIRD;
                         endcase
                      end
                 end
               else
                 begin
                    NS = TRANS_FIRST;
                 end
            end
          TRANS_SECOND:
            begin
               trans_gnt_o     = 1'b0;
               data_push_gnt_o = 1'b1;
               data_pop_gnt_o  = 1'b0;
               data_pop_strb_o = 8'b00000000;
               if ( data_push_req_i == 1'b1 )
                 begin
                    s_push_data = 1'b1;
                    if ( s_push_beats_nb == 8'd1 )
                      begin
                         case({s_pop_addr_greater,s_push_aligned,s_pop_aligned})
                           3'b000: NS = TRANS_SLAST;
                           3'b001: NS = TRANS_LAST;
                           3'b010: NS = TRANS_SSLAST;
                           3'b011: NS = TRANS_SLAST;
                           3'b100: NS = TRANS_SSLAST;
                           3'b101: NS = TRANS_LAST;
                           3'b110: NS = TRANS_SSLAST;
                           3'b111: NS = TRANS_SSLAST;
                         endcase
                      end
                    else
                      begin
                         NS = TRANS_THIRD;
                      end
                 end
               else
                 begin
                    NS = TRANS_SECOND;
                 end
            end
          TRANS_THIRD:
            begin
               trans_gnt_o     = 1'b0;
               data_pop_gnt_o  = 1'b1;
               data_push_gnt_o = 1'b1;
               data_pop_strb_o = s_first_strb;
               case({data_push_req_i,data_pop_req_i})
                 2'b00:
                   begin
                      NS = TRANS_RUN;
                   end
                 2'b01:
                   begin
                      s_pop_data   = 1'b1;
		      s_store_strb = 1'b1;
                      NS = PUSH_STALL;
                   end
                 2'b10:
                   begin
                      s_push_data    = 1'b1;
		      s_store_strb = 1'b1;
                      NS = POP_STALL;
                   end
                 2'b11:
                   begin
                      s_push_data    = 1'b1;
                      s_pop_data     = 1'b1;
                      if ( s_push_beats_count == s_push_beats_nb )
                        begin
                           case({s_pop_addr_greater,s_push_aligned,s_pop_aligned})
                             3'b000: NS = TRANS_SLAST;
                             3'b001: NS = TRANS_LAST;
                             3'b010: NS = TRANS_SLAST;
                             3'b011: NS = TRANS_SLAST;
                             3'b100: NS = TRANS_LAST;
                             3'b101: NS = TRANS_LAST;
                             3'b110: NS = TRANS_SLAST;
                             3'b111: NS = TRANS_LAST;
                           endcase
                        end
                      else
                        begin
                           NS = TRANS_RUN;
                        end
                   end
                 default:
                   NS = TRANS_IDLE;
               endcase
               if ( data_pop_req_i == 1'b0 )
                 begin
                    data_push_gnt_o = 1'b0;
                    s_push_data     = 1'b0;
                 end
            end
          TRANS_RUN:
            begin
               trans_gnt_o     = 1'b0;
               data_pop_gnt_o  = 1'b1;
               data_push_gnt_o = 1'b1;
               data_pop_strb_o = 8'b11111111;
               case({data_push_req_i,data_pop_req_i})
                 2'b00:
                   begin
                      NS = TRANS_RUN;
                   end
                 2'b01:
                   begin
                      s_pop_data = 1'b1;
		      s_store_strb = 1'b1;
                      NS = PUSH_STALL;
                   end
                 2'b10:
                   begin
                      s_push_data  = 1'b1;
		      s_store_strb = 1'b1;
                      NS = POP_STALL;
                   end
                 2'b11:
                   begin
                      s_push_data    = 1'b1;
                      s_pop_data     = 1'b1;
                      if ( s_push_beats_count == s_push_beats_nb )
                        begin
                           case({s_pop_addr_greater,s_push_aligned,s_pop_aligned})
                             3'b000: NS = TRANS_SLAST;
                             3'b001: NS = TRANS_LAST;
                             3'b010: NS = TRANS_SLAST;
                             3'b011: NS = TRANS_SLAST;
                             3'b100: NS = TRANS_LAST;
                             3'b101: NS = TRANS_LAST;
                             3'b110: NS = TRANS_SLAST;
                             3'b111: NS = TRANS_LAST;
                           endcase
                        end
                      else
                        begin
                           NS = TRANS_RUN;
                        end
                   end
                 default:
                   NS = TRANS_IDLE;
               endcase
               if ( data_pop_req_i == 1'b0 )
                 begin
                    data_push_gnt_o = 1'b0;
                    s_push_data     = 1'b0;
                 end
            end
          PUSH_STALL:
            begin
               trans_gnt_o     = 1'b0;
               data_push_gnt_o = 1'b1;
               data_pop_gnt_o  = 1'b0;
               data_pop_strb_o = s_stall_strb;
               if( data_push_req_i == 1'b1 )
                 begin
                    s_push_data    = 1'b1;
                    if ( s_push_beats_count == s_push_beats_nb )
                      begin
                         case({s_pop_addr_greater,s_push_aligned,s_pop_aligned})
                             3'b000: NS = TRANS_SLAST;
                             3'b001: NS = TRANS_LAST;
                             3'b010: NS = TRANS_SLAST;
                             3'b011: NS = TRANS_SLAST;
                             3'b100: NS = TRANS_LAST;
                             3'b101: NS = TRANS_LAST;
                             3'b110: NS = TRANS_SLAST;
                             3'b111: NS = TRANS_LAST;
                           endcase
                      end
                    else
                      begin
                         NS = TRANS_RUN;
                      end
                 end
               else
                 begin
                    NS = PUSH_STALL;
		    s_store_strb = 1'b1;
                 end
            end
          POP_STALL:
            begin
               trans_gnt_o     = 1'b0;
               data_push_gnt_o = 1'b0;
               s_push_data     = 1'b0;
               data_pop_gnt_o  = 1'b1;
               data_pop_strb_o = s_stall_strb;
               if( data_pop_req_i == 1'b1 )
                 begin
                    s_pop_data      = 1'b1;
                    s_push_data     = 1'b1;
                    data_push_gnt_o = 1'b1;
                    if ( s_push_beats_count == s_push_beats_nb )
                      begin
                         case({s_pop_addr_greater,s_push_aligned,s_pop_aligned})
                           3'b000: NS = TRANS_SLAST;
                           3'b001: NS = TRANS_LAST;
                           3'b010: NS = TRANS_SLAST;
                           3'b011: NS = TRANS_SLAST;
                           3'b100: NS = TRANS_LAST;
                           3'b101: NS = TRANS_LAST;
                           3'b110: NS = TRANS_SLAST;
                           3'b111: NS = TRANS_LAST;
                         endcase
                      end
                    else
                      begin
                         NS = TRANS_RUN;
                      end
                 end
               else
                 begin
                    NS = POP_STALL;
		    s_store_strb = 1'b1;
                 end
            end
          TRANS_SSLAST:
            begin
               trans_gnt_o     = 1'b0;
               data_pop_gnt_o  = 1'b1;
               data_push_gnt_o = 1'b0;
               data_pop_strb_o = 8'b11111111;
               if ( data_pop_req_i  == 1'b1 )
                 begin
                    s_pop_data = 1'b1;
                    NS         = TRANS_SLAST;
                 end
               else
                 begin
                    NS = TRANS_SSLAST;
                 end
            end
          TRANS_SLAST:
            begin
               trans_gnt_o     = 1'b0;
               data_pop_gnt_o  = 1'b1;
               data_push_gnt_o = 1'b0;
               if( s_pop_beats_nb == 8'd1 )  
                 data_pop_strb_o = s_first_strb;
               else
                 data_pop_strb_o = 8'b11111111;
               if ( data_pop_req_i  == 1'b1 )
                 begin
                    s_pop_data = 1'b1;
                    NS         = TRANS_LAST;
                 end
               else
                 begin
                    NS = TRANS_SLAST;
                 end
            end
          TRANS_LAST:
            begin
               trans_gnt_o     = 1'b0;
               data_pop_gnt_o  = 1'b1;
               data_push_gnt_o = 1'b0;
               if ( s_pop_beats_nb == 8'd0 )
                 begin
                    data_pop_strb_o = s_single_strb;
                 end
               else
                 begin
                    data_pop_strb_o = s_last_strb;
                 end
               if ( data_pop_req_i  == 1'b1 )
                 begin
                    trans_gnt_o = 1'b1;
                    s_pop_data  = 1'b1;
                    if ( trans_req_i == 1'b1 )
                      begin
                         s_start_count   = 1'b1;
                         NS              = TRANS_FIRST;
                      end
                    else
                      begin
                         NS              = TRANS_IDLE;
                      end
                 end
               else
                 begin
                    NS         = TRANS_LAST;
                 end
            end
          default:
            begin
               NS = TRANS_IDLE;
            end
        endcase
     end
endmodule
```
**flow/constraint.sdc**
```tcl
current_design trans_aligner

set clk_period 15.3
set clk_io_pct 0.2

create_clock -name clk0 -period $clk_period [get_ports {clk_i}]

set non_clock_inputs [all_inputs -no_clocks]
set_input_delay [expr $clk_period * $clk_io_pct] -clock clk0 $non_clock_inputs
set_output_delay [expr $clk_period * $clk_io_pct] -clock clk0 [all_outputs]
```
==> out/qor.yml <==
num_rows: 68
r2r_start: "s_pop_addr[1]"
hpwl_um: 27330
post_cts_resized: 0
edf_count: 0
cts_sinks: 178
top_area_frac: 0.3173
synth-async-reset-ratio: 1.000
fin_crit_ps: 8171
synthDistinctLibCells: 82
avgSynthCellArea_um2: 12.63
max-clock-path-buffers: 2
r2r-end: "s_stall_strb[0]"
syn2layout_area_growth_pct: 19.67
status: "complete, no violations"
root_buffer: "clkbuf_16"
fp_util: 0.4064
worst_clock_skew_ps: 12.41
worstMarginPinSlew_ps: 856.1
grt_overflow_total: 0
cp_max_fo: 15
synth_area_mm2: 0.01404
path_clk_slew_ps: 70
drt-initial-drc-count: 825
hold_violations: 0
viasPerCell: 6.114
grt_pass1_wl_um: 61160
postCtsSetupBuffers: 0
reg2regPathDepth: 11
synth_seq_share: 0.3173
wire_per_inst_um: 22.57
ff_latch_area_mm2: 0.004454
tns_ps: 0
fmax_mhz: 122.4
num_vias: 10420
topCellsByArea: "dfrtp_1, mux4_2, mux2_2"
critPathCaptureType: "primary output"
reg2reg_slack_ps: 11240
fp.dieH_um: 189.3
first_global_vias: 10610
dieWidth_um: 189.3
die-area_mm2: 0.03585
dr.pass1.iters: 5
finalCritPeriodShare: 0.5341
wl_um: 38450
ys_area_mm2: 0.01404
hold_slack_ps: 525.4
cts_tree: "built"
ctsHoldBuffers: 0
portBuffers: 164
worstSetupPathType: "in -> out"
place_congestion: 0.9085
maxCapViolCount: 0
yosysWarnings: 1
grt_start_max_net_pins: 122
yosys_most_used_dff: "dfrtp_1"
core_mm2: 0.03454
combGateArea_mm2: 0.009214
drc_errors: 0
numCtsBuffers: 17
io_pins: 165
crit_path_end: "data_push_gnt_o"
worst-endpoint-required_ps: 12240
startpoint: "data_pop_req_i"
drive_above_1_share: 0.3398
htreeDepth: 4
yosys_cells: 1111
grt_use_total: 0.2335
antenna_found_initial: 4
log.warning_count: 43
report.final.slew_viol_count: 0
fill_cells: 3038
rsz0062_at_grt: "false"
ys_top_cells_by_count: "dfrtp_1, mux4_2, mux2_2, nand2_1, nor2_1"
relSlewSlack: 0.4286
hp-class: "reg -> reg"
ant_nets: 0
cp_data_arrival_time_ps: 5110
setup_viol: 0
top_area_cell: "dfrtp_1"
syn_inst: 1111
clock_latency_ps: 450
setup.worst_path.start_class: "primary input"
ys_ff: 178
synth.most_common_cell: "dfrtp_1"
## stage by stage
stage                 util  setup slack, ps  std cells  area (um2)
CTS                 0.4860             7153       1700       16790
global route        0.4862             6775       1702       16790
global placement    0.4682             7140       1668       16170
finish              0.4863             7129       1704       16800
detailed placement  0.4682             7168       1668       16170
floorplan                -             8398       1111       14040
## logic make-up after synthesis
kind of cell    synth area share
flops                     0.3173
xor+xnor                 0.03369
mux                       0.4237
compound gates           0.07586
buf+inv                  0.03298
fa+ha+maj                0.03797
simple gates             0.07844
## cells in the final DEF, fill, tap and decap left out, types with 3 or more instances in the layout
cell type,instances
diode_2,4
mux4_2,176
or3_1,6
o31ai_1,4
buf_4,20
nor4_1,5
ha_1,24
a211oi_1,11
fa_1,9
o21ai_1,3
nor2b_1,12
a21o_1,4
nor2_1,56
a31oi_1,9
nand2_1,55
xor2_1,20
mux2_2,158
xnor2_1,27
nand2b_1,4
a41oi_1,3
and4_1,3
nand3_1,21
inv_1,28
clkbuf_16,17
nor3_1,9
and3_1,6
nand4_1,9
inv_6,6
o21ai_0,37
o22ai_1,5
dfrtp_1,178
xnor2_2,6
a21oi_1,47
clkdlybuf4s50_1,163
mux2i_1,18
a22oi_1,3
o211ai_1,4
o31a_1,4
a221oi_1,6
## how the worst min path moves through the flow
stage / start / end / slack, ps / cells past startpoint
after CTS: s_stall_strb[2] / s_stall_strb[2] / 530 / 2
after global routing: s_stall_strb[2] / s_stall_strb[2] / 560 / 2
final: s_stall_strb[2] / s_stall_strb[2] / 530 / 2
## per-layer routing
layer,track usage,share of wire,vias up
li1,-,-,4615
met1,0.3467,0.42,5295
met2,0.3347,0.45,463
met3,0.1010,0.11,43
met4,0.04653,0.020,2
met5,0.009615,0.0012,-
## sequential cells by signal (all words and copies together), names as in the netlist
name / flops
s_align_buffer: 128
s_pop_align: 1
s_push_beats_count: 15
s_push_align: 1
CS: 4
s_push_addr: 3
s_trans_len: 15
s_pop_addr: 3
s_stall_strb: 8
## layout make-up
class / instances / area share
antenna: 4 / 0.0005959
clock buffer: 20 / 0.02719
clock inverter: 12 / 0.009459
inverter: 32 / 0.007299
multi-input combinational: 818 / 0.5485
sequential: 178 / 0.2652
tap: 455 / 0.03389
timing repair buffer: 185 / 0.1079
## critical path, stage by stage
cell and delay, ps:
clkdlybuf4s50_1 820, inv_1 190, a21oi_1 180, a21oi_1 50, a221oi_1 300, clkdlybuf4s50_1 510
