==> design/flow/design.v <==
module trans_queue
  #(
    parameter TRANS_QUEUE_WIDTH     = 10,
    parameter TRANS_QUEUE_DEPTH     = 2,
    parameter TCDM_ADD_WIDTH        = 16,
    parameter EXT_ADD_WIDTH         = 16,
    parameter MCHAN_LEN_WIDTH       = 16,
    parameter LOG_TRANS_QUEUE_DEPTH = (TRANS_QUEUE_DEPTH == 1) ? 1 : $clog2(TRANS_QUEUE_DEPTH)
    )
   (
    input  logic                         clk_i,
    input  logic                         rst_ni,
    input  logic                         req_i,
    output logic                         gnt_o,
    input  logic [TRANS_QUEUE_WIDTH-1:0] dat_i,
    output logic                         tx_req_o,
    input  logic                         tx_gnt_i,
    output logic [TRANS_QUEUE_WIDTH-1:0] tx_dat_o,
    output logic                         rx_req_o,
    input  logic                         rx_gnt_i,
    output logic [TRANS_QUEUE_WIDTH-1:0] rx_dat_o
    );
   logic [LOG_TRANS_QUEUE_DEPTH-1:0]                        s_pointer_in;      
   logic [LOG_TRANS_QUEUE_DEPTH-1:0]                        s_pointer_in_tx;   
   logic [LOG_TRANS_QUEUE_DEPTH-1:0]                        s_pointer_in_rx;   
   logic [LOG_TRANS_QUEUE_DEPTH-1:0]                        s_pointer_out_tx;  
   logic [LOG_TRANS_QUEUE_DEPTH-1:0]                        s_pointer_out_rx;  
   logic [TRANS_QUEUE_DEPTH-1:0][LOG_TRANS_QUEUE_DEPTH-1:0] s_table_tx;        
   logic [TRANS_QUEUE_DEPTH-1:0][LOG_TRANS_QUEUE_DEPTH-1:0] s_table_rx;        
   logic [TRANS_QUEUE_DEPTH-1:0]                            s_busy;            
   logic [LOG_TRANS_QUEUE_DEPTH:0]                          s_elements;        
   logic [LOG_TRANS_QUEUE_DEPTH:0]                          s_tx_elements;     
   logic [LOG_TRANS_QUEUE_DEPTH:0]                          s_rx_elements;     
   logic [TRANS_QUEUE_DEPTH-1:0][TRANS_QUEUE_WIDTH-1:0]     s_buffer;
   logic                                                    s_full;
   logic                                                    s_push;
   logic                                                    s_pop_tx;
   logic                                                    s_pop_rx;
   integer                                                  s_loop1,s_loop2,s_loop3;
   assign s_full = (s_elements == TRANS_QUEUE_DEPTH);
   assign s_push   = req_i && !s_full;
   assign s_pop_tx = tx_gnt_i && tx_req_o;
   assign s_pop_rx = rx_gnt_i && rx_req_o;
   always @(posedge clk_i or negedge rst_ni)
     begin
        if (rst_ni == 1'b0)
          begin
             s_elements    <= 0;
             s_tx_elements <= 0;
             s_rx_elements <= 0;
          end
        else
          begin
             case ({s_push,s_pop_tx,s_pop_rx})
               3'b000:
                 begin
                    s_elements    <= s_elements;
                    s_tx_elements <= s_tx_elements;
                    s_rx_elements <= s_rx_elements;
                 end
               3'b001:
                 begin
                    s_elements    <= s_elements - 1;
                    s_tx_elements <= s_tx_elements;
                    s_rx_elements <= s_rx_elements - 1;
                 end
               3'b010:
                 begin
                    s_elements    <= s_elements - 1;
                    s_tx_elements <= s_tx_elements - 1;
                    s_rx_elements <= s_rx_elements;
                 end
               3'b011:
                 begin
                    s_elements    <= s_elements - 2;
                    s_tx_elements <= s_tx_elements - 1;
                    s_rx_elements <= s_rx_elements - 1;
                 end
               3'b100:
                 begin
                    s_elements <= s_elements + 1;
                    if (dat_i[MCHAN_LEN_WIDTH + TCDM_ADD_WIDTH + EXT_ADD_WIDTH] == 1'b0)  
                      begin
                         s_tx_elements <= s_tx_elements + 1;
                         s_rx_elements <= s_rx_elements;
                      end
                    else  
                      begin
                         s_tx_elements <= s_tx_elements;
                         s_rx_elements <= s_rx_elements + 1;
                      end
                 end
               3'b101:
                 begin
                    s_elements <= s_elements;
                    if (dat_i[MCHAN_LEN_WIDTH + TCDM_ADD_WIDTH + EXT_ADD_WIDTH] == 1'b0)  
                      begin
                         s_tx_elements <= s_tx_elements + 1;
                         s_rx_elements <= s_rx_elements - 1;
                      end
                    else  
                      begin
                         s_tx_elements <= s_tx_elements;
                         s_rx_elements <= s_rx_elements;
                      end
                 end
               3'b110:
                 begin
                    s_elements <= s_elements;
                    if (dat_i[MCHAN_LEN_WIDTH + TCDM_ADD_WIDTH + EXT_ADD_WIDTH] == 1'b0)  
                      begin
                         s_tx_elements <= s_tx_elements;
                         s_rx_elements <= s_rx_elements;
                      end
                    else  
                      begin
                         s_tx_elements <= s_tx_elements - 1;
                         s_rx_elements <= s_rx_elements + 1;
                      end
                 end
               3'b111:
                 begin
                    s_elements <= s_elements - 1;
                    if (dat_i[MCHAN_LEN_WIDTH + TCDM_ADD_WIDTH + EXT_ADD_WIDTH] == 1'b0)  
                      begin
                         s_tx_elements <= s_tx_elements;
                         s_rx_elements <= s_rx_elements - 1;
                      end
                    else  
                      begin
                         s_tx_elements <= s_tx_elements - 1;
                         s_rx_elements <= s_rx_elements;
                      end
                 end
             endcase
          end
     end
   always_comb
     begin
	s_pointer_in = 0;
        for (s_loop1 = TRANS_QUEUE_DEPTH - 1 ; s_loop1 >= 0  ; s_loop1 = s_loop1 - 1)
          begin
             if (s_busy[s_loop1] == 1'b0)
               s_pointer_in = s_loop1;
          end
     end
   always @(posedge clk_i or negedge rst_ni)
     begin
        if (rst_ni == 1'b0)
          begin
             for (s_loop2 = 0 ; s_loop2 < TRANS_QUEUE_DEPTH ; s_loop2 = s_loop2 + 1)
               s_buffer[s_loop2] <= 0;
          end
        else
        begin
           if (req_i && !s_full)
             s_buffer[s_pointer_in] <= dat_i;
        end
     end
   always @(posedge clk_i or negedge rst_ni)
     begin
        if (rst_ni == 1'b0)
          begin
             s_pointer_in_rx  <= 0;
             s_pointer_in_tx  <= 0;
             s_pointer_out_rx <= 0;
             s_pointer_out_tx <= 0;
             s_busy           <= 0;
             for (s_loop3 = 0 ; s_loop3 < TRANS_QUEUE_DEPTH ; s_loop3 = s_loop3 + 1)
               begin
                  s_table_tx[s_loop3] <= 0;
                  s_table_rx[s_loop3] <= 0;
               end
          end
        else
          begin
             if (req_i && !s_full)
               begin
                  if (dat_i[MCHAN_LEN_WIDTH + TCDM_ADD_WIDTH + EXT_ADD_WIDTH] == 1'b0)  
                    begin
                       s_table_tx[s_pointer_in_tx] <= s_pointer_in;
                       s_busy[s_pointer_in] <= 1;
                       if (s_pointer_in_tx == $unsigned(TRANS_QUEUE_DEPTH - 1))
		         s_pointer_in_tx <= 0;
		       else
                         s_pointer_in_tx <= s_pointer_in_tx + 1;
                    end
                  else  
                    begin
                       s_table_rx[s_pointer_in_rx] <= s_pointer_in;
                       s_busy[s_pointer_in] <= 1;
                       if (s_pointer_in_rx == $unsigned(TRANS_QUEUE_DEPTH - 1))
		         s_pointer_in_rx <= 0;
		       else
                         s_pointer_in_rx <= s_pointer_in_rx + 1;
                    end
               end
             if (tx_gnt_i && tx_req_o)
               begin
                  s_busy[s_table_tx[s_pointer_out_tx]] <= 0;
		  if (s_pointer_out_tx == $unsigned(TRANS_QUEUE_DEPTH-1))
		    s_pointer_out_tx <= 0;
		  else
		    s_pointer_out_tx <= s_pointer_out_tx + 1;
               end
             if (rx_gnt_i && rx_req_o)
               begin
                  s_busy[s_table_rx[s_pointer_out_rx]] <= 0;
		  if (s_pointer_out_rx == $unsigned(TRANS_QUEUE_DEPTH-1))
		    s_pointer_out_rx <= 0;
		  else
		    s_pointer_out_rx <= s_pointer_out_rx + 1;
               end
          end
     end
   assign tx_dat_o  = s_buffer[s_table_tx[s_pointer_out_tx]];
   assign rx_dat_o  = s_buffer[s_table_rx[s_pointer_out_rx]];
   assign tx_req_o = (s_tx_elements != 0);
   assign rx_req_o = (s_rx_elements != 0);
   assign gnt_o = ~s_full;
endmodule
==> design/flow/run.sh <==
#!/bin/bash
# OpenROAD 26Q1-2900-gdf79404cd8, Yosys 0.63+post, stock flow scripts
make -C /OpenROAD-flow-scripts/flow DESIGN_CONFIG=/design/flow/config.mk WORK_HOME=/design/flow/orfs finish
==> design/flow/config.mk <==
export PLATFORM = sky130hd
export DESIGN_NAME = trans_queue
export DESIGN_NICKNAME = trans_queue
export VERILOG_FILES = /design/flow/design.v
export SDC_FILE = /design/flow/constraint.sdc
export NUM_CORES = 4
export LEC_CHECK = 1
export CORE_AREA = 10 10 113 113
export DIE_AREA = 0 0 123 123
==> design/flow/constraint.sdc <==
current_design trans_queue

set clk_period 2.2
set clk_io_pct 0.2

create_clock -name clk0 -period $clk_period [get_ports {clk_i}]

set non_clock_inputs [all_inputs -no_clocks]
set_input_delay [expr $clk_period * $clk_io_pct] -clock clk0 $non_clock_inputs
set_output_delay [expr $clk_period * $clk_io_pct] -clock clk0 [all_outputs]
==> reports/metrics.csv <==
stage,metric,value,unit
outcome,outcome,completed,
logic_synthesis,yosysSeqAreaShare,51.41,%
logic_synthesis,ys_chip_area,1558,µm²
sta,holdWs,0.2199,ns
power,powerDensity,1397,nW/µm²
logic_synthesis,netlist_area,1558,µm²
floorplan,coreArea,10320,µm²
logic_synthesis,synth.distinct_cells,30,
detailed_routing,num_vias,1010,
grt,globalRouteTotalUtil,4.813,%
floorplan,rows,37,
layout,final_cells,302,
floorplan,initCoreUtil,15.09,%
critical_path,required,1.76,ns
clock_tree,numClockSinks,32,
sta,hold_violations,0,
detailed_routing,drtIter0Drc,21,
power,total_power,3.099,mW
place,pre_cts_slack,0.1440,ns
detailed_routing,n_antenna_cell,0,
grt,antenna_found_initial,0,
sta,skew,0.007144,ns
place,io_buffer_count,37,
floorplan,die_y,123,µm
sta,post-route-min-period,2.148,ns
sta,fin_crit_sh,97.62,%
clock_tree,cts_tree,yes,
detailed_routing,drt_first_pass_iters,4,
logic_synthesis,yosysWarnings,6,
layout,layout.cells.most_common_list,"dfrtp_1 (32), clkdlybuf4s50_1 (26), mux2_2 (24)",
detailed_routing,viasPerCell,3.344,
clock_tree,htreeDepth,2,
grt,grt_max_degree,33,
flow_run,max-cap-violations,0,
clock_tree,cts_root_buffer,clkbuf_8,
sta,finalWorstSetupSlack,0.05235,ns
grt,grt-ovfl-total,0,
logic_synthesis,avgSynthCellArea,12.98,µm²
sta,grt_setup_unrepaired,true,
logic_synthesis,ys_cells,120,
layout,syn_to_final_growth,42.41,%
critical_path,cp_max_fo,5,
layout,final_common_cell,dfrtp_1,
clock_tree,cts_buffers,5,
sta,tightestPinTransition,0.7557,ns
floorplan,die_x,123,µm
detailed_routing,ant_nets,0,
critical_path,start_kind,flip-flop,
logic_synthesis,numSynthFlops,32,
logic_synthesis,syn_inst,120,
detailed_routing,routedWlPerCell,12.15,µm
clock_tree,clock_path_buffers,2,
place,dpl.hpwl,2.661,mm
clock_tree,ctsHoldBuffers,0,
power,p_leak,0.9702,nW
sta,setup_viol,0,
grt,grt_pass1_wl,5.664,mm
min_path,min_path_type,in2async,
power,irDropWorstVdd,419.2,µV
detailed_routing,drcViolationCount,0,
floorplan,dieArea,15130,µm²
sta,slew_viol_final,0,
grt,grt_pass1_vias,1069,
layout,drive_above_1_share,40.96,%
sta,slew_headroom,49.62,%
flow_run,tool_warnings,27,
clock_tree,insertion_delay,0.29,ns
critical_path,end_kind,output pin,
critical_path,criticalPathCategory,reg2out,
sta,fmaxAchievable,465.6,MHz
place,globalplace.congestion,0.7003,
critical_path,arrival,1.71,ns
critical_path,r2r_slack,0.43,ns
place,dpl.cell_count,285,
clock_tree,cts.clk_slew.worst_paths,0.07,ns
layout,fin_util,21.49,%
floorplan,ios,38,
detailed_routing,wirelength,3.668,mm
layout,fillCellCount,1099,
kinds of logic after synthesis:
kind of cell / after synthesis / share of synthesized area, %
AOI/OAI and AO/OA: 10 / 4.498
and+or+nand+nor: 18 / 6.988
muxes: 33 / 23.78
buffers and inverters: 18 / 8.031
adders and majority gates: 1 / 0.8031
DFF: 32 / 51.41
xor gates and xnor gates: 8 / 4.498
power by group:
part           switching (mW)  internal [mW]
combinational           0.463           1.08
sequential              0.210          0.886
clock                   0.236          0.220
total                   0.910           2.19
cells in the mapped netlist (all sizes together):
master,count,area [µm²]
and2,1,6.260
nand2,4,17.52
a31oi,2,12.51
o21ai,3,18.77
a211oi,1,7.510
mux2,32,360.4
buf,14,110.1
ha,1,12.51
inv,4,15.01
a221o,1,10.01
or2,1,6.260
or3,2,12.51
dfrtp,32,800.8
nand3,1,5.000
mux2i,1,10.01
nand2b,3,26.27
xor2,3,26.28
a22oi,1,7.510
xnor2,5,43.79
nor3,1,5.000
a21oi,1,5.000
a31o,1,8.760
nor2,2,7.510
nor2b,2,12.51
and4b,1,10.01
layout make-up:
class                   instances  area (µm²)  share of cell area (%)
clock buffers                   5       68.82                   3.102
clock inverters                 3       18.77                  0.8460
inverters                       4       15.01                  0.6768
multi-input cells              70       665.6                   30.01
flip-flops and latches         32       800.8                   36.10
well taps                     136       170.2                   7.671
repair buffers                 52       479.2                   21.60
worst max-delay path, cell delays in order (launching register included):
cell and delay, ns:
dfrtp_1 0.39, mux2i_2 0.31, buf_6 0.18, buf_6 0.10
buf_6 0.08, mux2_4 0.28, clkbuf_2 0.09
metrics by stage:
step	area [µm²]	TNS (ns)
floorplan	1558	0
global placement	2032	0
detailed placement	2032	0
CTS	2185	-0.3552
global route	2218	-0.03690
finish	2218	0
routing by layer:
metal	GRT usage [%]	up-vias	wire [µm]
li1	-	492	-
met1	6.440	485	1733
met2	7.530	25	1635
met3	1.665	8	237
met4	0.8006	0	61
met5	0	-	0
what timing repair did:
item                       in CTS  in global routing
setup buffers                   6                  3
gates resized                  18                 24
setup endpoints to repair      10                 10
worst paths after layout:
path | start | end | cells after the start
min in group clk0 | s_tx_elements[0]$_DFFE_PN0N_ | s_tx_elements[0]$_DFFE_PN0N_ | 1
max reg2reg | s_tx_elements[0]$_DFFE_PN0N_ | s_elements[1]$_DFFE_PN0N_ | 6
max in group asynchronous | rst_ni | async pin | 1
min | rst_ni | s_tx_elements[1]$_DFFE_PN0N_ | 1
max | s_pointer_out_rx$_DFFE_PN0P_ | rx_dat_o[4] | 6
min reg2reg | s_tx_elements[0]$_DFFE_PN0N_ | s_tx_elements[0]$_DFFE_PN0N_ | 1
Power figures rest on the tool's default switching activity, not on a simulated workload.
