$ cat flow/config.mk
export PLATFORM = sky130hd
export DESIGN_NAME = twd_trans_queue
export DESIGN_NICKNAME = twd_trans_queue
export VERILOG_FILES = /design/flow/design.v
export SDC_FILE = /design/flow/constraint.sdc
export NUM_CORES = 4
export LEC_CHECK = 1
export CORE_AREA = 10 10 114 114
export DIE_AREA = 0 0 124 124
$ cat flow/constraint.sdc
current_design twd_trans_queue

set clk_period 1.5
set clk_io_pct 0.2

create_clock -name clk0 -period $clk_period [get_ports {clk_i}]

set non_clock_inputs [all_inputs -no_clocks]
set_input_delay [expr $clk_period * $clk_io_pct] -clock clk0 $non_clock_inputs
set_output_delay [expr $clk_period * $clk_io_pct] -clock clk0 [all_outputs]
$ cat flow/design.v
module twd_trans_queue
  #(
    parameter NB_CTRLS            = 4,
    parameter TWD_QUEUE_WIDTH     = 2,
    parameter TWD_QUEUE_DEPTH     = 4,
    parameter TWD_QUEUE_ADD_WIDTH = $clog2(TWD_QUEUE_DEPTH)
    )
   (
    input  logic                                         clk_i,
    input  logic                                         rst_ni,
    input  logic [NB_CTRLS-1:0]                          alloc_req_i,
    output logic [NB_CTRLS-1:0]                          alloc_gnt_o,
    output logic [NB_CTRLS-1:0][TWD_QUEUE_ADD_WIDTH-1:0] alloc_add_o,
    input  logic [NB_CTRLS-1:0]                          wr_req_i,
    input  logic [NB_CTRLS-1:0][TWD_QUEUE_ADD_WIDTH-1:0] wr_add_i,
    input  logic [NB_CTRLS-1:0][TWD_QUEUE_WIDTH-1:0]     wr_dat_i,
    input  logic                                         tx_rd_req_i,
    input  logic [TWD_QUEUE_ADD_WIDTH-1:0]               tx_rd_add_i,
    output logic [TWD_QUEUE_WIDTH-1:0]                   tx_rd_dat_o,
    input  logic                                         rx_rd_req_i,
    input  logic [TWD_QUEUE_ADD_WIDTH-1:0]               rx_rd_add_i,
    output logic [TWD_QUEUE_WIDTH-1:0]                   rx_rd_dat_o
    );
   logic [TWD_QUEUE_ADD_WIDTH-1:0] 			 s_pointer;  
   logic [TWD_QUEUE_DEPTH-1:0][TWD_QUEUE_WIDTH-1:0] 	 s_buffer;   
   logic [TWD_QUEUE_DEPTH-1:0] 				 s_busy;     
   logic 						 s_full;
   logic 						 s_alloc_req_arb, s_alloc_gnt_arb;
   logic [(2**($clog2(NB_CTRLS)))-1:0] 			 s_alloc_req;
   logic [(2**($clog2(NB_CTRLS)))-1:0] 			 s_alloc_gnt;
   integer 						 s_loop1,s_loop2,s_loop3;
   genvar 						 i;
   generate
      for (i =0; i<NB_CTRLS; i++)
	begin
	   assign s_alloc_req[i] = alloc_req_i[i];
	   assign alloc_gnt_o[i] = s_alloc_gnt[i];
	end
   endgenerate
   generate
      for (i =NB_CTRLS; i<2**($clog2(NB_CTRLS)); i++)
	begin
	   assign s_alloc_req[i] = '0;
	end
   endgenerate
   mchan_arbiter
     #(
       .DATA_WIDTH(1),
       .N_MASTER(2**($clog2(NB_CTRLS)))
       )
   twd_queue_arbiter_i
     (
      .clk(clk_i),
      .rst_n(rst_ni),
      .data_i('0),
      .req_i(s_alloc_req),
      .gnt_o(s_alloc_gnt),
      .req_o(s_alloc_req_arb),
      .gnt_i(s_alloc_gnt_arb),
      .id_o(),
      .data_o()
      );
   always_comb
     begin
	s_pointer = 0;
        for (s_loop1 = TWD_QUEUE_DEPTH - 1 ; s_loop1 >= 0  ; s_loop1 = s_loop1 - 1)
          begin
             if (s_busy[s_loop1] == 1'b0)
               s_pointer = s_loop1;
          end
     end
   always @(posedge clk_i or negedge rst_ni)
     begin
        if (rst_ni == 1'b0)
          begin
             for (s_loop2 = 0 ; s_loop2 < TWD_QUEUE_DEPTH ; s_loop2 = s_loop2 + 1)
               begin
                  s_buffer[s_loop2] <= 0;
               end
          end
        else
          begin
	     for (s_loop3 = 0 ; s_loop3 < NB_CTRLS; s_loop3 = s_loop3 + 1)
               begin
                  if (wr_req_i[s_loop3] == 1)
		    begin
		       s_buffer[wr_add_i[s_loop3]] <= wr_dat_i[s_loop3];
		    end
               end
          end
     end
   always @(posedge clk_i or negedge rst_ni)
     begin
        if (rst_ni == 1'b0)
          begin
             s_busy <= 0;
          end
        else
          begin
             if (s_alloc_req_arb && s_alloc_gnt_arb)
               begin
                  s_busy[s_pointer] <= 1;
               end
             if (tx_rd_req_i)
               begin
                  s_busy[tx_rd_add_i] <= 0;
               end
             if (rx_rd_req_i)
               begin
                  s_busy[rx_rd_add_i] <= 0;
               end
          end
     end
   generate
      for (i=0; i<NB_CTRLS; i++)
	begin
	   assign alloc_add_o[i] =  s_pointer;
	end
   endgenerate
   assign tx_rd_dat_o     = s_buffer[tx_rd_add_i];
   assign rx_rd_dat_o     = s_buffer[rx_rd_add_i];
   assign s_full          = &s_busy;
   assign s_alloc_gnt_arb = ~s_full;
endmodule
module mchan_arb_primitive 
#(
    parameter DATA_WIDTH = 32,
    parameter ID_WIDTH   = 4
)
(
    input  logic                   RR_FLAG,
    input  logic                   req0_i,
    input  logic                   req1_i,      
    output logic                   gnt0_o,
    output logic                   gnt1_o,
    input  logic [DATA_WIDTH-1:0]  data0_i,
    input  logic [DATA_WIDTH-1:0]  data1_i,
    input  logic [ID_WIDTH-1:0]    id0_i,
    input  logic [ID_WIDTH-1:0]    id1_i,
    output logic                   req_o,
    input  logic                   gnt_i,
    output logic [DATA_WIDTH-1:0]  data_o,
    output logic [ID_WIDTH-1:0]    id_o
);
   logic                   sel;
   assign req_o  = req0_i | req1_i;
   assign sel    = ~req0_i | ( RR_FLAG & req1_i);  
   assign gnt0_o = (( req0_i & ~req1_i) | ( req0_i & ~RR_FLAG)) & gnt_i;
   assign gnt1_o = ((~req0_i &  req1_i) | ( req1_i &  RR_FLAG)) & gnt_i;
   assign data_o = sel   ? data1_i : data0_i;
   assign id_o   = sel   ? id1_i   : id0_i;
endmodule
module mchan_arbiter
#(
    parameter DATA_WIDTH = 32,
    parameter N_MASTER   = 2,
    parameter LOG_MASTER = (N_MASTER == 1) ? 1 : $clog2(N_MASTER)
)
(
    input  logic                                clk,
    input  logic                                rst_n,
    input  logic [N_MASTER-1:0]                 req_i,
    output logic [N_MASTER-1:0]                 gnt_o,
    input  logic [N_MASTER-1:0][DATA_WIDTH-1:0] data_i,
    output  logic                               req_o,
    input   logic                               gnt_i,
    output  logic [DATA_WIDTH-1:0]              data_o,
    output  logic [LOG_MASTER-1:0]              id_o
);
   localparam N_WIRE =  N_MASTER - 2;
   logic [LOG_MASTER-1:0]                       RR_FLAG;
   typedef logic [LOG_MASTER-1:0]               temp_ID_type;
   genvar                       j,k;
   generate
      if(N_MASTER == 1)
        begin
           assign req_o    = req_i[0];
           assign gnt_o[0] = gnt_i;
           assign data_o   = data_i[0];
           assign id_o     = '0;
        end
      else
        begin
           if(N_MASTER == 2)
             begin : INCR  
                mchan_arb_primitive #( .DATA_WIDTH(DATA_WIDTH) , .ID_WIDTH(LOG_MASTER) ) MCHAN_ARB_FAN_IN_REQ
                  (
                   .RR_FLAG  ( RR_FLAG   ),
                   .req0_i   ( req_i[0]  ),
                   .req1_i   ( req_i[1]  ),
                   .gnt0_o   ( gnt_o[0]  ),
                   .gnt1_o   ( gnt_o[1]  ),
                   .data0_i  ( data_i[0] ),
                   .data1_i  ( data_i[1] ),
                   .id0_i    ( 1'b0      ),
                   .id1_i    ( 1'b1      ),
                   .req_o    ( req_o     ),
                   .gnt_i    ( gnt_i     ),
                   .data_o   ( data_o    ),
                   .id_o     ( id_o      )
                   );
             end  
           else  
             begin : BINARY_TREE
                logic [DATA_WIDTH-1:0]          data_LEVEL[N_WIRE-1:0];
                logic [LOG_MASTER-1:0]          id_LEVEL[N_WIRE-1:0];
                logic                           req_LEVEL[N_WIRE-1:0];
                logic                           gnt_LEVEL[N_WIRE-1:0];
                for(j=0; j < LOG_MASTER; j++)  
                  begin : STAGE
                     for(k=0; k<2**j; k=k+1)  
                       begin : INCR_VERT
                          if (j == 0 )   
                            begin : LAST_NODE
                               mchan_arb_primitive #( .DATA_WIDTH(DATA_WIDTH), .ID_WIDTH(LOG_MASTER) ) MCHAN_ARB_FAN_IN_REQ
                                 (
                                  .RR_FLAG ( RR_FLAG[LOG_MASTER-j-1]),
                                  .req0_i  ( req_LEVEL[2*k]         ),
                                  .req1_i  ( req_LEVEL[2*k+1]       ),
                                  .gnt0_o  ( gnt_LEVEL[2*k]         ),
                                  .gnt1_o  ( gnt_LEVEL[2*k+1]       ),
                                  .data0_i ( data_LEVEL[2*k]        ),
                                  .data1_i ( data_LEVEL[2*k+1]      ),
                                  .id0_i   ( id_LEVEL[2*k]          ),
                                  .id1_i   ( id_LEVEL[2*k+1]        ),
                                  .req_o   ( req_o                  ),
                                  .gnt_i   ( gnt_i                  ),
                                  .data_o  ( data_o                 ),
                                  .id_o    ( id_o                   )
                                  );
                            end 
                          else if ( j < LOG_MASTER - 1)  
                            begin : MIDDLE_NODES  
                               mchan_arb_primitive #( .DATA_WIDTH(DATA_WIDTH) , .ID_WIDTH(LOG_MASTER) ) MCHAN_ARB_FAN_IN_REQ
                                 (
                                  .RR_FLAG(RR_FLAG[LOG_MASTER-j-1]),
                                  .data0_i  (  data_LEVEL[((2**j)*2-2) + 2*k]     ),
                                  .data1_i  (  data_LEVEL[((2**j)*2-2) + 2*k +1]  ),
                                  .req0_i   (  req_LEVEL[((2**j)*2-2) + 2*k]      ),
                                  .req1_i   (  req_LEVEL[((2**j)*2-2) + 2*k+1]    ),
                                  .gnt0_o   (  gnt_LEVEL[((2**j)*2-2) + 2*k]      ),
                                  .gnt1_o   (  gnt_LEVEL[((2**j)*2-2) + 2*k+1]    ),
                                  .id0_i    (  id_LEVEL[((2**j)*2-2) + 2*k]       ),
                                  .id1_i    (  id_LEVEL[((2**j)*2-2) + 2*k+1]     ),
                                  .data_o  (   data_LEVEL[((2**(j-1))*2-2) + k]   ),
                                  .req_o   (   req_LEVEL[((2**(j-1))*2-2) + k]    ),
                                  .gnt_i   (   gnt_LEVEL[((2**(j-1))*2-2) + k]    ),
                                  .id_o    (   id_LEVEL[((2**(j-1))*2-2) + k]     )
                                  );
                            end   
                          else  
                            begin : LEAF_NODES   
                               mchan_arb_primitive #( .DATA_WIDTH(DATA_WIDTH), .ID_WIDTH(LOG_MASTER) ) MCHAN_ARB_FAN_IN_REQ
                                 (
                                  .RR_FLAG ( RR_FLAG[LOG_MASTER-j-1]           ),
                                  .req0_i  ( req_i[2*k]                        ),
                                  .req1_i  ( req_i[2*k+1]                      ),
                                  .gnt0_o  ( gnt_o[2*k]                        ),
                                  .gnt1_o  ( gnt_o[2*k+1]                      ),
                                  .data0_i ( data_i[2*k]                       ),
                                  .data1_i ( data_i[2*k+1]                     ),
                                  .id0_i   ( temp_ID_type'(2*k)                ),  
                                  .id1_i   ( temp_ID_type'(2*k+1)              ),  
                                  .data_o  ( data_LEVEL[((2**(j-1))*2-2) + k]  ),
                                  .req_o   ( req_LEVEL[((2**(j-1))*2-2) + k]   ),
                                  .gnt_i   ( gnt_LEVEL[((2**(j-1))*2-2) + k]   ),
                                  .id_o    (  id_LEVEL[((2**(j-1))*2-2) + k]   )
                                  );
                            end  
                       end
                  end
             end  
        end
   endgenerate
   mchan_rr_flag_req #( .WIDTH(LOG_MASTER) )  RR_REQ
     (
      .clk(clk),
      .rst_n(rst_n),
      .RR_FLAG_req_o(RR_FLAG),
      .req_i(req_o),
      .gnt_i(gnt_i)
      );
endmodule
module mchan_rr_flag_req
  #(
    parameter WIDTH = 3
    )
   (
    input  logic 			clk,
    input  logic 			rst_n,
    output logic [WIDTH-1:0] 	RR_FLAG_req_o,
    input  logic			req_i,
    input  logic			gnt_i
    );
   always_ff @(posedge clk, negedge rst_n)
     begin : RR_Flag_Req_SEQ
	if(rst_n == 1'b0)
	  RR_FLAG_req_o <= '0;
	else
	  if( req_i & gnt_i)
	    RR_FLAG_req_o <= RR_FLAG_req_o + 1'b1;
     end
endmodule
$ cat flow/run.sh
#!/bin/bash
# OpenROAD 26Q1-2900-gdf79404cd8, Yosys 0.63+post, stock flow scripts
make -C /OpenROAD-flow-scripts/flow DESIGN_CONFIG=/design/flow/config.mk WORK_HOME=/design/flow/orfs finish
==> reports/results.ini <==
[critical_path]
cp_cell_sequence=buf_6 -> nand4_1 -> nand2_1 -> buf_4 -> a211oi_2 -> buf_2
path_buffers=3
worstSetupStartpointType=register
crit_type=register to output port
regToRegSetupSlack_ps=110
max_stage_delay_ps=380
crit_path_start=s_busy[3]
end_kind=output port
cp_slowest_cell=dfrtp_1
path_max_fanout=3
required_ps=1200
reg2reg_from=s_buffer[6]
crit_family=buffers and inverters
cp.arrival_ps=1370

[job]
warnings=40
maxCapViolations=0

[floorplan]
die_h_um=124
core-area_sq_um=10420
io_pins=48
fp-row-count=37
initial_core_util_pct=14.98
chipArea_sq_um=15380
die_x_um=124

[drt]
viasPerCell=4.279
ant_nets=0
drt_first_pass_iters=4
vias=1827
n_antenna_cell=0
routed_wl_mm=5.508
drt_iter0_markers=135
post_drt_wl_per_cell_um=12.90
drc_errors=0

[global_routing]
grt_first_pass_wirelength_mm=8.721
grt_max_degree=15
overflow=0
antenna_found_initial=0
grtUsageTotal_pct=6.987
grt_pass1_vias=1785

[yosys]
synth.top_cells.by_count=nand2_1 (21), ha_1 (17), dfrtp_1 (14), nand4_1 (12), buf_4 (11)
top_area_share_pct=22.45
edf_count=0
synthFlopType=dfrtp_1
synthCells=178
ys_top_cells_by_area=dfrtp_1 (22%), ha_1 (14%), mux4_2 (5.8%), buf_4 (5.3%), nand2_1 (5.1%)
ys_cells=178
ys_area_sq_um=1560
synthArstFlopShare_pct=100.0
ys_ff=14
netlist.top_cell.by_area=dfrtp_1
netlist_area_sq_um=1560
yosysWarnings=7
most_common_cell=nand2_1
synth_cell_types=41
synth_area_per_cell_sq_um=8.765
postSynthSeqShare_pct=22.45

[final_timing]
slew_violations=0
post-route-min-period_ps=1674
worstMarginPinSlew_ps=354.5
rsz0062_at_grt=true
fmax_mhz=597.4
setup_viol=12
fin_worst_skew_ps=0.3458
worst_slack_ps=-173.9
period_used_pct=111.6
slew_headroom_pct=76.37
hold_viol_final=0
holdWs_ps=367.8

[clock_network]
max-clock-path-buffers=2
clk_latency_ps=240
clockRootBuffer=clkbuf_8
holdBufCountCts=0
htreeDepth=1
clk_pin_slew_worst_paths_ps=50
cts_tree=done
numCtsBuffers=3
clock_sinks=14

[place]
place_ws_ps=-600.1
dpl_cell_area_sq_um=2482
gp_congestion=0.9255
dpl.hpwl_mm=4.253
portBuffers=47

[hold_path]
hold_class=input pin to asynchronous set/reset pin

[power_and_ir_drop]
powerDensity_nw_per_um2=729.9
p_leak_nw=1.314
ir_worst_vdd_v=0.0003296

[finish]
drive_gt1_share_pct=47.08
areaGrowthSynthToFinish_pct=84.20
stdcell_area_sq_um=2874

[run_status]
status=finished, violations left
violations=setup timing

==> power breakdown <==
group          internal (W)  switching, W
logic              0.000745      0.000456
registers          0.000462     0.0000833
clock network      0.000232      0.000120
==> repair_timing <==
item                                    4_1_cts  5_1_grt
endpoints found under the hold margin         0        0
setup buffers                                23        3
endpoints found under the setup margin       24       24
resized                                      99       24
pin swaps                                    16        8
==> final timing paths <==
path	depth (start not counted)	endpoint
min in group clk0	2	twd_queue_arbiter_i.RR_REQ.RR_FLAG_req_o[1]
min	2	twd_queue_arbiter_i.RR_REQ.RR_FLAG_req_o[1]
max in group asynchronous	2	s_buffer[6]
min reg2reg	2	twd_queue_arbiter_i.RR_REQ.RR_FLAG_req_o[1]
max	6	alloc_gnt_o[0]
max reg2reg	6	s_buffer[6]
==> layout by cell type (no fill, tap or decap), drive strengths merged, types with 2 or more instances in the layout <==
master / netlist / final
mux4: 4 / 4
clkdlybuf4s15: 0 / 2
inv: 10 / 10
o21ai: 5 / 5
nand3: 8 / 8
a31oi: 7 / 7
a32oi: 2 / 2
nand2: 21 / 21
clkbuf: 0 / 4
nor2: 10 / 10
a21boi: 2 / 2
a211oi: 2 / 2
a21o: 4 / 4
nor2b: 3 / 3
a22o: 4 / 4
dlymetal6s2s: 0 / 2
xnor2: 2 / 2
ha: 17 / 17
and3b: 2 / 2
a22oi: 8 / 8
and3: 3 / 3
nand4: 12 / 12
a21oi: 4 / 4
dfrtp: 14 / 14
buf: 12 / 90
or3b: 2 / 2
clkdlybuf4s50: 0 / 15
nor3b: 4 / 4
dlygate4sd2: 0 / 12
a32o: 4 / 4
==> layout make-up <==
type,count,area [sq um]
well taps,136,170.2
multi-input cells,142,1264
inverters,10,37.54
fillers,1083,7542
clock buffers,4,55.05
flip-flops and latches,14,350.3
repair buffers,121,997.2
==> worst reg2reg max path, delay by kind of cell, from the launching register on <==
family / cells / cell delay, ps
flops: 1 / 390
compound gates: 2 / 390
buf+inv: 3 / 370
simple gates: 1 / 110
==> sequential cells by signal, summed over array words and instances, names as in the netlist <==
register	cells
s_busy	4
s_buffer	8
twd_queue_arbiter_i.RR_REQ.RR_FLAG_req_o	2
==> metrics by stage <==
stage | setup TNS (ps) | instances | util, % | total power [W]
2_1_floorplan | 0 | 178 | - | 0.0009508
3_3_place_gp | -9403 | 399 | 23.83 | 0.001480
3_5_place_dp | -9474 | 399 | 23.83 | 0.001490
4_1_cts | -1072 | 425 | 26.46 | 0.002020
5_1_grt | -2249 | 427 | 27.59 | 0.002251
6_report | -1488 | 427 | 27.59 | 0.002098
==> cells by family after synthesis <==
logic type                 count (synthesis)  share of synthesized area, %
muxes                                      4                         5.774
adders and majority gates                 17                         13.63
and+or+nand+nor                           74                         27.11
xor gates and xnor gates                   2                         1.123
DFF                                       14                         22.45
buffers and inverters                     22                         8.420
AOI/OAI and AO/OA                         45                         21.49
==> per-layer routing <==
metal	global-route usage (%)	up-vias	wire length, um
met5	0	-	0
met1	10.83	844	2793
met4	0.2878	0	16
li1	-	897	-
met2	9.503	84	2103
met3	2.479	2	595
Power is estimated from default activity; no workload was simulated.
